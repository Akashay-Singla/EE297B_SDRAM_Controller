===== /design/flow/run.sh =====
#!/bin/bash
# OpenROAD 26Q1-2900-gdf79404cd8, Yosys 0.63+post, stock flow scripts
make -C /OpenROAD-flow-scripts/flow DESIGN_CONFIG=/design/flow/config.mk WORK_HOME=/design/flow/orfs finish

===== /design/flow/config.mk =====
export PLATFORM = sky130hd
export DESIGN_NAME = fifo_design
export DESIGN_NICKNAME = fifo_design
export VERILOG_FILES = /design/flow/design.v
export SDC_FILE = /design/flow/constraint.sdc
export NUM_CORES = 4
export LEC_CHECK = 1
export CORE_UTILIZATION = 40

===== /design/flow/constraint.sdc =====
current_design fifo_design

set clk_period 7.1
set clk_io_pct 0.2

create_clock -name clk0 -period $clk_period [get_ports {clk}]

set non_clock_inputs [all_inputs -no_clocks]
set_input_delay [expr $clk_period * $clk_io_pct] -clock clk0 $non_clock_inputs
set_output_delay [expr $clk_period * $clk_io_pct] -clock clk0 [all_outputs]

===== /design/flow/design.v =====
module fifo_design(input clk,rst,input [15:0] data_in,
     input push,pull, output reg [15:0] data_out, output empty,full);
reg [15:0] fifo[8];
reg [3:0] WA,RA;
always@(posedge clk or negedge rst) begin
    if(!rst) begin
    fifo[0] <= 0; fifo[1] <= 0; fifo[3] <=0;
    fifo[4] <= 0; fifo[5] <=0; fifo[6] <=0; fifo[7] <=0;
    fifo[2]<= 0; 
    WA <= 4'b0000;
    RA <= 4'b0000;
    data_out<=0;
    end
    else begin
     if(push && !full) begin
        fifo[WA[2:0]] <= data_in;
        WA <= WA + 1'b1;
     end
     if(pull && !empty) begin
       data_out <= fifo[RA[2:0]];
       RA <= RA + 1'b1;
     end 
 end
end
assign empty = (RA == WA) ? 1'b1:1'b0;
assign full = ((RA[3]!= WA[3]) && (RA[2:0]==WA[2:0]))? 1'b1: 1'b0;
endmodule

==> flow_summary.toml <==
# yosys + openroad results
[detailed_routing]
wl_per_cell_um = 19.41
routed_wl_mm = 15.28
drtPass1Iterations = 4
num_vias = 4362
drt_drc_violations_left = 0
n_antenna_cell = 0
ant_nets = 0
dr.first_iter.drc_count = 251
vias_per_cell = 5.543

[place]
portBuffers = 37
placed_cells = 755
dp_hpwl_mm = 8.707
globalplace.congestion = 0.8004

[layout]
final_util_pct = 48.34
regArea_mm2 = 0.003804
area_growth_pct = 17.79
lay_top_count = "dfrtp_1"
drive_gt1_share_pct = 32.45
fillers = 1401
comb_area_mm2 = 0.002819
stdcell_count = 787
final_layout_top_logic_cells = "152 x dfrtp_1, 127 x mux2_2, 36 x clkdlybuf4s50_1"

[grt]
grt_pass1_wl_mm = 24.78
grt_start_max_net_pins = 65
overflow = 0
antenna_found_initial = 0
grt_pass1_vias = 4412
grt_use_total_pct = 19.02

[floorplan]
io_pins = 38
core_area_mm2 = 0.01664
dieWidth_um = 132.7
core.rowCount = 47
die-area_mm2 = 0.01760
die_y_um = 132.7
fp_util_pct = 41.04

[sta]
fmax_ghz = 0.2746
finalClockPeriodUsage_pct = 51.28
worst-slew-pin-transition_ns = 1.039
rsz0062_at_grt = "false"
maxSlewViolCount = 0
min_period_ns = 3.641
slew_headroom_pct = 30.74
hold_violations = 0
fin_tns_setup_ns = 0
finalSetupViolations = 0
fin_skew_ns = 0.007071

[worst_setup_path]
cp_slowest_cell = "dfrtp_1"
r2r_start = "RA[1]"
rr_endpoint = "data_out[5]"
cp.depth = 4
slowest_delay_ns = 0.56
startpoint_type = "flip-flop"
worst_setup_path_end_kind = "output pin"
path_cells = "xor2_1, or2_2, nor3_1, clkdlybuf4s50_1"
worstPathArrival_ns = 2.22
critical_path_class = "flip-flop to output pin"
r2r_slack_ns = 4.54
critPathLaunch = "WA[2]"
worst-path-buf-inv = 1
endpoint = "full"
critPathTopFamily = "flip-flops"
crit_path_max_fanout = 10
ff2ff_path_depth = 8
required_ns = 5.68

[power]
combPwrFrac_pct = 36.9
p_int_w = 0.002675
leakagePower_nw = 3.373
p_clk_share_pct = 24.2
p_switching_w = 0.001312
ir_drop_uv = 287.7
seq_power_share_pct = 38.9
switching_share_pct = 32.91
p_per_area_mw_per_mm2 = 495.6

[cts]
cts_setup_buffers = 0
postCtsHoldBufs = 0
clkTransAtPathRegs_ns = 0.06
cts.sinks = 152
cts_tree = "done"
cts_resized = 0
clockRootBuffer = "clkbuf_16"
clock_latency_ns = 0.42
htree_levels = 4
cts_buffer_depth = 2
cts_buffers = 17

[synthesis]
ys.flops = 152
yosys-stat-cells = 517
top_cells_by_area = "dfrtp_1 56%, mux2_2 21%, a22oi_1 2.2%"
synth.distinct_cells = 36
syn_avg_cell_area_um2 = 13.21
syn_inst = 517
yosysTopAreaCellShare_pct = 55.69
synth_area_leader_cell = "dfrtp_1"
yosys_warnings = 2
synth_area_mm2 = 0.006830
synth_chip_area_mm2 = 0.006830
postSynthSeqShare_pct = 55.69

[outcome]
status = "finished clean"

[run]
maxCapViolCount = 0
tool_warnings = 33

[min_path]
hold_path.class = "flip-flop to flip-flop"
==> cell families (layout without fill, tap and decap cells) <==
kind of cell	count (synthesis)	after routing	synth area share (%)
compound gates	87	87	9.764
buf+inv	41	91	3.206
fa+ha+maj	12	12	2.198
simple gates	86	86	6.558
xor+xnor	9	9	1.154
mux	130	130	21.43
flops	152	152	55.69
==> how the worst min path moves through the flow <==
stage / slack [ns] / from / endpoint / depth (start not counted)
global route: 0.50 / fifo[4][11] / fifo[4][11] / 1
finish: 0.48 / data_out[1] / data_out[1] / 2
CTS: 0.49 / data_out[1] / data_out[1] / 2
==> cells in the mapped netlist <==
master / n
nor3b_2: 3
xor2_1: 6
buf_6: 7
mux2_1: 3
or3_1: 1
o21bai_1: 1
nand4_1: 5
mux2_2: 127
xnor2_1: 3
nand3_1: 25
o41ai_2: 1
a222oi_1: 7
a221oi_1: 9
dfrtp_1: 152
nor3_1: 2
nand2_1: 28
ha_1: 12
o22ai_1: 9
a21oi_1: 9
o41ai_4: 1
nor4_1: 2
buf_2: 1
o31ai_1: 2
a21o_1: 5
nor2_4: 5
inv_1: 8
o21ai_0: 11
clkbuf_1: 19
a22o_1: 10
buf_1: 3
nor2_1: 12
a22oi_1: 20
a221o_1: 2
buf_4: 3
nor2b_1: 1
or2_2: 2
==> worst reg2reg max path, cell delays in order, from the launching register on <==
cell and delay (ns):
dfrtp_1 0.48, inv_1 0.14, ha_1 0.15, buf_4 0.39, or3_1 0.56, buf_4 0.34
nand3_1 0.12, o22ai_1 0.16, o21ai_0 0.10
==> registers in the layout, summed over array words and instances (netlist names) <==
| name | cells |
|---|---|
| fifo | 128 |
| data_out | 16 |
| RA | 4 |
| WA | 4 |
==> power groups by stage <==
stage | combinational (W) | clock, W | sequential (W)
6_report | 0.00147 | 0.000967 | 0.00155
5_1_grt | 0.00161 | 0.00102 | 0.00161
4_1_cts | 0.00149 | 0.000985 | 0.00155
==> layout make-up <==
cell class              instances  area share, %
inverters                       8         0.3733
flip-flops and latches        152          47.28
multi-input cells             324          35.04
repair buffers                 51          5.925
clock buffers                  22          5.894
clock inverters                10          2.068
well taps                     220          3.421
==> per-layer routing <==
metal	wire, µm	track usage, %
met1	7248	31.49
met2	6912	27.16
met3	975	5.156
met4	139	2.043
met5	0	0
==> per-stage QoR <==
stage	total power [W]	area [µm²]	setup slack, ns	hold WS [ns]
after detailed placement	0.003030	7405	3.702	0.4747
final	0.003987	8045	3.459	0.4800
after floorplan	0.002562	6830	4.490	0.4241
after global placement	0.002976	7405	3.694	0.4599
after global routing	0.004239	8045	3.235	0.5042
after CTS	0.004023	8045	3.423	0.4876
Power figures rest on the tool's default switching activity, not on a simulated workload.
