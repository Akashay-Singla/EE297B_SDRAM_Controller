## flow/design.v

```verilog
module fpa_adder(input clk_34,rst_34,
input [15:0]Finput1_34,Finput2_34,
output reg[15:0]FPSUM_34,
output reg Ovf_Flag_34,Unf_Flag_34);
reg [12:0] M1_ST0,M2_ST0,M1_ST1,M2_ST1,M_Final;   
reg [4:0]E1_ST0,E2_ST0,E1_ST1,E2_ST1,E_Final;   
reg S1_ST0,S2_ST0,S1_ST1,S2_ST1,S_Final;       
reg Bit_Ovf;     
reg [14:0] M1_Add,M2_Add,M_Sum,Fsum;  
reg [12:0] M1_ST0_temp,M2_ST0_temp;
reg [4:0] E1_ST0_temp, E2_ST0_temp,Temp;
always @(*) begin
  S1_ST0 = Finput1_34[15] ;                 
  E1_ST0 = Finput1_34[14:10];               
  M1_ST0[11:0] = {Finput1_34[9:0],2'b00};   
  S2_ST0 = Finput2_34[15];                  
  E2_ST0 = Finput2_34[14:10];               
  M2_ST0[11:0] = {Finput2_34[9:0],2'b00};   
if (Finput1_34 == 0) begin
M1_ST0[12] = 1'b0 ;
end
else begin
M1_ST0[12] = 1'b1 ;
end
if (Finput2_34 == 0) begin
M2_ST0[12] = 1'b0 ;
end
else begin
M2_ST0[12] = 1'b1 ;
end
if (E1_ST0 < E2_ST0) begin 
  Temp =  E2_ST0-E1_ST0; 
  M1_ST1 = M1_ST0>>Temp; 
  M2_ST1 = M2_ST0;  
  E1_ST1 = E2_ST0; 
end
else begin  
  Temp =  E1_ST0-E2_ST0;
  M1_ST1 = M1_ST0;
  M2_ST1 = M2_ST0>>Temp; 
  E1_ST1 = E1_ST0; 
end
  S1_ST1 = S1_ST0;      
  S2_ST1 = S2_ST0;
M1_Add = (S1_ST1== 1'b1) ? (~{2'b00, M1_ST1}) + 1 : {2'b00, M1_ST1} ;
M2_Add = (S2_ST1 == 1'b1) ? (~{2'b00, M2_ST1}) + 1 : {2'b00, M2_ST1} ; 
M_Sum = M1_Add + M2_Add ; 
Fsum = ((M_Sum[14]) == 1'b0) ? M_Sum : ~M_Sum + 1 ;
S_Final = M_Sum[14];   
Bit_Ovf = Fsum[14] ^ Fsum[13] ;    
M_Final = (Bit_Ovf==1'b1)? Fsum>>1 : Fsum[12:0]; 
E_Final = (Bit_Ovf==1'b1) ? E1_ST1 +1 : E1_ST1;  
if(!Bit_Ovf) begin
if(M_Final[12] != 1'b1  && E_Final!=0) begin  
   if(M_Final[11] == 1'b1) begin
			M_Final = M_Final<<1; 
		  E_Final = E_Final-1; 
   end
     else if(M_Final[10] == 1'b1) begin
			M_Final = (E_Final > 2) ? M_Final<<2 : M_Final<<E_Final; 
		  E_Final =  (E_Final > 2) ? E_Final-2 : 0; 
   end
      else if(M_Final[9] == 1'b1) begin
			M_Final = (E_Final > 3) ? M_Final<<3: M_Final<<E_Final ; 
		  E_Final = (E_Final > 3) ? E_Final-3 : 0; 
   end
      else if(M_Final[8] == 1'b1 ) begin
			M_Final = (E_Final > 4) ? M_Final<<4 : M_Final<<E_Final ; 
		  E_Final = (E_Final > 4) ? E_Final-4 : 0; 
   end
      else if(M_Final[7] == 1'b1) begin
			M_Final = (E_Final > 5) ? M_Final<<5 : M_Final<<E_Final; 
		  E_Final = (E_Final > 5) ? E_Final-5 : 0 ; 
   end
      else if(M_Final[8] == 1'b1) begin
			M_Final = (E_Final > 6) ? M_Final<<6 : M_Final<<E_Final; 
		  E_Final = (E_Final > 6) ? E_Final-6 : 0; 
   end
      else if(M_Final[6] == 1'b1 ) begin
			M_Final = (E_Final > 7) ? M_Final<<7 : M_Final<<E_Final ; 
		  E_Final = (E_Final > 7) ? E_Final-7 :0; 
   end
      else if(M_Final[5] == 1'b1) begin
			M_Final = (E_Final > 8) ? M_Final<<8 : M_Final<<E_Final; 
		  E_Final = (E_Final > 8) ? E_Final-8 :0; 
   end
   else if(M_Final[4] == 1'b1) begin
			M_Final = (E_Final > 9) ? M_Final<<9 : M_Final<<E_Final; 
		  E_Final = (E_Final > 9) ? E_Final-9 :0; 
   end 
   else if(M_Final[3] == 1'b1) begin
			M_Final = (E_Final > 10) ? M_Final<<10 : M_Final<<E_Final; 
		  E_Final = (E_Final > 10) ? E_Final-10 : 0; 
   end 
   else if(M_Final[2] == 1'b1) begin
			M_Final = (E_Final > 11) ? M_Final<<11 : M_Final<<E_Final; 
		  E_Final = (E_Final > 11) ? E_Final-11: 0; 
   end 
   else if(M_Final[1] == 1'b1) begin
			M_Final = (E_Final > 12) ? M_Final<<12 : M_Final<<E_Final; 
		  E_Final = (E_Final > 12) ? E_Final-12 : 0; 
   end 
   else if(M_Final[0] == 1'b1) begin
			M_Final = (E_Final > 13) ? M_Final<<13 : M_Final<<E_Final; 
		  E_Final = (E_Final > 13) ? E_Final-13 : 0; 
   end 
end
end
end
always@(posedge clk_34 or negedge rst_34) begin
  if(!rst_34) begin
  Ovf_Flag_34<=1'b0;
  Unf_Flag_34<=1'b0;
  FPSUM_34 <= 16'h0000;
  end
  else begin
if(E_Final == 31) begin                  
  Ovf_Flag_34<= 1'b1;  
  Unf_Flag_34<=1'b0;   
  FPSUM_34 <= 16'h0000;  
end
else if (E_Final == 5'b00000) begin
  Unf_Flag_34 <=1'b1;  
  Ovf_Flag_34 <=1'b0;  
  FPSUM_34 <= 16'h0000;   
end
else  begin
  Ovf_Flag_34 <=1'b0;   
  Unf_Flag_34 <= 1'b0;  
  FPSUM_34 <= {S_Final,E_Final,M_Final[11:2]};  
  end
end
end
endmodule
```

## flow/run.sh

```bash
#!/bin/bash
# OpenROAD 26Q1-2900-gdf79404cd8, Yosys 0.63+post, stock flow scripts
make -C /OpenROAD-flow-scripts/flow DESIGN_CONFIG=/design/flow/config.mk WORK_HOME=/design/flow/orfs finish
```

## flow/config.mk

```make
export PLATFORM = sky130hd
export DESIGN_NAME = fpa_adder
export DESIGN_NICKNAME = fpa_adder
export VERILOG_FILES = /design/flow/design.v
export SDC_FILE = /design/flow/constraint.sdc
export NUM_CORES = 4
export LEC_CHECK = 1
export CORE_UTILIZATION = 40
```

## flow/constraint.sdc

```tcl
current_design fpa_adder

set clk_period 1.0
set clk_io_pct 0.2

create_clock -name clk0 -period $clk_period [get_ports {clk_34}]

set non_clock_inputs [all_inputs -no_clocks]
set_input_delay [expr $clk_period * $clk_io_pct] -clock clk0 $non_clock_inputs
set_output_delay [expr $clk_period * $clk_io_pct] -clock clk0 [all_outputs]
```

==> results.txt <==
Implementation progress

The initial cell density of the core stands at 0.4134. The proportion of synthesized chip area in sequential cells stands at 0.05118. The number of clock buffers added by TritonCTS is 3.

The flow did not finish. The buffer_ports step reported a buffer count of 51. The number of buffers between clock root and the deepest sink stands at 2. Yosys attributes the largest share of cell area to nand2_1 6.0%, o21ai_0 5.8%, dfrtp_1 5.1%. The number of placed instances, taps included, is 2104. Of the post-synthesis cell area, the dominant cell type holds 0.06014.

The floorplan has approximately 53 rows. During I/O placement, the number of pins put on the boundary was 52. Per the CTS log, the root buffer master is clkbuf_16.

The report puts the hold buffer count at CTS at 0. Before any placement, the netlist area is recorded as approximately 8800 sq um. The report classifies the worst endpoint after the last repair as a register input.

Detailed placement ended at an HPWL of between 30 and 40 mm. The post-synth tally of flip-flops with integrated enable stands at 0. The pin count of the biggest net entering global routing stands at 30. nand2_1 takes more of the synthesized area than any other cell. The die outline width stands at about 150 microns. When the global-route repair_timing finished, the worst setup path ended at FPSUM_34[8]$_DFF_PN0_/D. The die outline height stands at 150.3 microns. The commonest cells after synthesis are 141 x nand2_1, 108 x nor2_1, 102 x o21ai_0. The yosys synthesis chip area stands at between 8000 and 9000 sq um. The commonest register cell is dfrtp_1.

The count of cell types in the netlist stands at ~110. The first error in the log reads "[ERROR GRT-0232] Routing congestion too high. Check the congestion heatmap in the GUI". The CTS log lists the clock sinks for this run as 18. For this run the top cell type by instance count after synthesis was nand2_1. Per the gpl log, the routability congestion estimate is 1.084.

Yosys reported that registers with async set or reset make up 1.000. The per-instance average area after synthesis stands at 6.718 sq um. The number of storage elements in the synthesis netlist stands at 18. The deepest level of the CTS H-tree stands at 1.

The synthesized netlist cell count stands at 1310. The count of instantiated cells in the yosys netlist stands at 1310. According to the logs, the last stage reached was 5_1_grt. The total of warnings raised by yosys stands at 1.
-- kinds of logic after synthesis --
family / after synthesis / share of synthesized area
compound gates: 510 / 0.4076
xor+xnor: 50 / 0.05232
fa+ha+maj: 39 / 0.05800
buf+inv: 135 / 0.06980
flops: 18 / 0.05118
mux: 53 / 0.07165
simple gates: 505 / 0.2895
-- stage by stage --
stage / total power (W) / utilization / cell area (sq um) / setup slack [ns]
3_3_place_gp: 0.08948 / 0.6493 / 13820 / -8.394
3_5_place_dp: 0.08942 / 0.6493 / 13820 / -8.464
4_1_cts: 0.09420 / 0.6919 / 14730 / -7.422
2_1_floorplan: 0.04608 / - / 9231 / -7.817
-- timing repair --
action                                  CTS
pin swaps                                81
endpoints found under the setup margin   36
buffers inserted                         50
gates resized                           172
gates cloned                              1
endpoints found under the hold margin     0
No activity file was given, so power comes from the tool's default toggle rates.
